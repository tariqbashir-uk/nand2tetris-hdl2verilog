==> design.v <==
module RAM64(in, load, address, clk, out);
    input [15:0] in;
    input        load;
    input [5:0]  address;
    input        clk;
    output [15:0] out;
    reg [15:0] mem [63:0];
    integer i;
    initial begin
        for (i=0; i < 64; i=i+1) begin
            mem[i] <= 16'b0;  
        end
    end
    always @(posedge clk) begin
        if (load)
            mem[address] <= in;
    end
    assign out = mem[address];
endmodule
==> run.sh <==
#!/bin/bash
# OpenROAD 26Q1-2900-gdf79404cd8, Yosys 0.63+post, stock flow scripts
make -C /OpenROAD-flow-scripts/flow DESIGN_CONFIG=/design/flow/config.mk WORK_HOME=/design/flow/orfs finish
==> config.mk <==
export PLATFORM = sky130hd
export DESIGN_NAME = RAM64
export DESIGN_NICKNAME = RAM64
export VERILOG_FILES = /design/flow/design.v
export SDC_FILE = /design/flow/constraint.sdc
export NUM_CORES = 4
export LEC_CHECK = 1
export CORE_UTILIZATION = 50
==> constraint.sdc <==
current_design RAM64

set clk_period 28.0
set clk_io_pct 0.2

create_clock -name clk0 -period $clk_period [get_ports {clk}]

set non_clock_inputs [all_inputs -no_clocks]
set_input_delay [expr $clk_period * $clk_io_pct] -clock clk0 $non_clock_inputs
set_output_delay [expr $clk_period * $clk_io_pct] -clock clk0 [all_outputs]
==> flow_summary.html <==
<p>Metrics extracted from the flow reports.</p>
<table>
<tr><th>Metric</th><th>Value</th></tr>
<tr><th colspan="2">Routing</th></tr>
<tr><td>Total Routed Length</td><td>107,300 µm</td></tr>
<tr><td>Detailed-routing iteration count for the pre-antenna-repair pass</td><td>5</td></tr>
<tr><td>First-iteration detailed-routing DRC count</td><td>1,660</td></tr>
<tr><td>Count of antenna-violating nets left after detailed routing</td><td>0</td></tr>
<tr><td>Post-route DRC violation count</td><td>0</td></tr>
<tr><td>Via count normalized by instance count</td><td>6.311</td></tr>
<tr><td>Wire per inst</td><td>30.59 µm</td></tr>
<tr><td>Total vias in the final route</td><td>22,130</td></tr>
<tr><th colspan="2">Pwr</th></tr>
<tr><td>Relative contribution of sequential cells to total power</td><td>52.7%</td></tr>
<tr><td>Switching power of the nets</td><td>691.0 µW</td></tr>
<tr><td>Pwr Density</td><td>72.53 nW/µm²</td></tr>
<tr><td>Share of total power in combinational logic</td><td>5.7%</td></tr>
<tr><td>Proportion of total power due to net switching</td><td>21.41%</td></tr>
<tr><td>Proportion of power drawn by the clock network</td><td>41.7%</td></tr>
<tr><td>Leakage power summed over all cells</td><td>14.33 nW</td></tr>
<tr><td>P_int</td><td>2.536 mW</td></tr>
<tr><td>Highest ir drop seen on vdd</td><td>0.04904 mV</td></tr>
<tr><th colspan="2">Logic synthesis</th></tr>
<tr><td>Yosys stat cell total</td><td>2,248</td></tr>
<tr><td>MUX area fraction</td><td>4.799%</td></tr>
<tr><td>Number of synthesized flops with an enable pin</td><td>1,024</td></tr>
<tr><td>Avg Inst Size Synth</td><td>17.42 µm²</td></tr>
<tr><td>Post-synthesis simple-gate area fraction</td><td>2.955%</td></tr>
<tr><td>Synthesized instance count</td><td>2,248</td></tr>
<tr><td>Dominant register cell</td><td>edfxtp_1</td></tr>
<tr><td>Sequential area share after synthesis</td><td>78.52%</td></tr>
<tr><td>Fraction of post-synthesis cell area in the top cell type by area</td><td>78.52%</td></tr>
<tr><td>Most frequent cells after synthesis</td><td>1,024 x edfxtp_1, 196 x a22oi_1, 159 x nor2_1, 154 x mux2i_1, 106 x a221oi_1</td></tr>
<tr><td>Netlist area before placement</td><td>39,160 µm²</td></tr>
<tr><td>Cells taking the most area after synthesis</td><td>edfxtp_1 79%, mux2i_1 3.9%, a22oi_1 3.8%, a221oi_1 2.4%, nor2_1 1.5%</td></tr>
<tr><td>Xor/xnor share</td><td>0%</td></tr>
<tr><td>Share of flip-flops with an asynchronous set or reset after synthesis</td><td>0%</td></tr>
<tr><td>Library cells used by synthesis</td><td>54</td></tr>
<tr><td>Register bit total from synthesis</td><td>1,024</td></tr>
<tr><td>Most common cell in the synthesized netlist</td><td>edfxtp_1</td></tr>
<tr><td>Synth Area in Adders</td><td>0%</td></tr>
<tr><td>Biggest combinational cell group after synthesis</td><td>AND-OR/OR-AND gates</td></tr>
<tr><td>Number of warnings reported in the yosys synthesis log</td><td>1</td></tr>
<tr><td>Synthesized chip area reported by yosys</td><td>39,160 µm²</td></tr>
<tr><td>Compound-Gate Fraction of Synth Area</td><td>11.63%</td></tr>
<tr><td>Yosys top cell by area</td><td>edfxtp_1</td></tr>
<tr><th colspan="2">Job</th></tr>
<tr><td>OpenROAD warning count</td><td>29</td></tr>
<tr><td># Max-Cap Violations</td><td>0</td></tr>
<tr><th colspan="2">Floorplanning</th></tr>
<tr><td>Number of cell rows</td><td>102</td></tr>
<tr><td>Die W</td><td>281.9 µm</td></tr>
<tr><td>Starting Density</td><td>50.55%</td></tr>
<tr><td>Standard cell core area</td><td>77,470 µm²</td></tr>
<tr><td>I/O pins</td><td>40</td></tr>
<tr><td>Die outline height</td><td>281.9 µm</td></tr>
<tr><td>Die area</td><td>79,440 µm²</td></tr>
<tr><th colspan="2">STA</th></tr>
<tr><td>Slew Limit Fails</td><td>0</td></tr>
<tr><td>Post-route fraction of the period consumed by the critical path</td><td>56.02%</td></tr>
<tr><td>Final Setup Violations</td><td>0</td></tr>
<tr><td>Post-layout minimum cycle time</td><td>15.69 ns</td></tr>
<tr><td>Crit path setup slack, layout</td><td>12.31 ns</td></tr>
<tr><td>Final Hold Vio Count</td><td>0</td></tr>
<tr><td>Pin slew with the least headroom to its limit</td><td>1.279 ns</td></tr>
<tr><td>Fmax</td><td>0.06375 GHz</td></tr>
<tr><td>Headroom to the max-slew limit</td><td>12.54%</td></tr>
<tr><td>RSZ-0062 raised after global routing</td><td>no</td></tr>
<tr><td>Final setup TNS</td><td>0 ns</td></tr>
<tr><th colspan="2">Layout</th></tr>
<tr><td>Non-filler instance count after layout</td><td>3,507</td></tr>
<tr><td>Fill cell instance count of the final layout</td><td>5,693</td></tr>
<tr><td>Register with the most flip-flops</td><td>mem</td></tr>
<tr><td>Number of flip-flops in the largest register</td><td>1,024</td></tr>
<tr><td>Regs by FF count</td><td>mem (1024)</td></tr>
<tr><td>Share of the core filled with cells</td><td>57.44%</td></tr>
<tr><td>Synth-to-Final Area Change</td><td>13.62%</td></tr>
<tr><td>Fraction of layout cells with a size suffix above 1</td><td>14.70%</td></tr>
<tr><th colspan="2">Worst setup path</th></tr>
<tr><td>CP max FO</td><td>59</td></tr>
<tr><td>Worst Setup Path Type</td><td>primary input to primary output</td></tr>
<tr><td>Arrival time at the worst endpoint</td><td>10.09 ns</td></tr>
<tr><td>Cell class contributing the biggest share of worst-path delay</td><td>buffers and inverters</td></tr>
<tr><td>Crit path from</td><td>address[2]</td></tr>
<tr><td>Most used cell, CP</td><td>buf_4</td></tr>
<tr><td>Slowest Stage Delay on Critical Path</td><td>1.09 ns</td></tr>
<tr><td>Data required time at the worst endpoint</td><td>22.40 ns</td></tr>
<tr><td>Worst setup SP type</td><td>primary input</td></tr>
<tr><td>Kind of end point of the critical path</td><td>primary output</td></tr>
<tr><td>Buffers &amp; Inverters on Critical Path</td><td>4</td></tr>
<tr><td>Critical Path Slowest Stage Cell</td><td>a2111oi_0</td></tr>
<tr><td>List of cells traversed by the critical path</td><td>buf_8 -&gt; buf_4 -&gt; buf_4 -&gt; mux2i_1 -&gt; o22ai_1 -&gt; a2111oi_0 -&gt; a211oi_1 -&gt; or4_1 -&gt; clkdlybuf4s50_1</td></tr>
<tr><th colspan="2">Clock network</th></tr>
<tr><td>Cell at the root of the clock tree</td><td>clkbuf_16</td></tr>
<tr><td>CTS HTree Levels</td><td>3</td></tr>
<tr><td>Clock edge transition at the registers on the reported setup and hold paths</td><td>0.06 ns</td></tr>
<tr><td>Number of clock sinks</td><td>1,024</td></tr>
<tr><td>Total of cells resized after clock tree synthesis</td><td>0</td></tr>
<tr><td>Inserted Clock Buffers</td><td>103</td></tr>
<tr><td>TritonCTS clock tree</td><td>done</td></tr>
<tr><td>Setup Buffers After CTS</td><td>0</td></tr>
<tr><td>Bufs on Longest Clock Path</td><td>3</td></tr>
<tr><td>Post-cts hold-fix buffer tally</td><td>0</td></tr>
<tr><th colspan="2">Global routing</th></tr>
<tr><td>Global-route wire length before repair</td><td>156,200 µm</td></tr>
<tr><td>Vias in the first global route</td><td>23,000</td></tr>
<tr><td>Remaining Overflow, GRT</td><td>0</td></tr>
<tr><td>Initial antenna violation count</td><td>6</td></tr>
<tr><td>Largest net degree at the start of global routing</td><td>101</td></tr>
<tr><td>GRT Overall Usage</td><td>30.92%</td></tr>
<tr><th colspan="2">Placement</th></tr>
<tr><td>HPWL reported at the end of detailed placement</td><td>64,900 µm</td></tr>
<tr><td>Count of placed standard cells including taps</td><td>3,317</td></tr>
<tr><td>Worst slack, placed</td><td>12.40 ns</td></tr>
<tr><td>Count of input and output buffers</td><td>39</td></tr>
<tr><td>Last weighted congestion value of the routability-driven placer</td><td>1.014</td></tr>
<tr><th colspan="2">Run status</th></tr>
<tr><td>Outcome</td><td>completed</td></tr>
<tr><th colspan="2">Hold path</th></tr>
<tr><td>Startpoint of the lowest-slack hold path</td><td>in[9]</td></tr>
<tr><td>Min-delay worst type</td><td>primary input to register</td></tr>
</table>
## logic make-up after synthesis
kind of cell           count (synthesis)
AND/OR/NAND/NOR                      265
multiplexers                         178
AND-OR/OR-AND                        617
buffers and inverters                164
flip-flops                          1024
## metrics by stage
| stage | hold WS, ns | cell area, µm² | power (mW) |
|---|---|---|---|
| final | 5.426 | 44500 | 3.227 |
| after global routing | 5.409 | 44490 | 3.314 |
| after CTS | 5.401 | 44490 | 3.240 |
| after detailed placement | 6.093 | 41180 | 1.913 |
| after global placement | 6.090 | 41180 | 1.910 |
| after floorplan | 5.699 | 39160 | 1.817 |
## power groups by stage
stage                 Clock [mW]  Combinational [mW]  Sequential [mW]
after CTS                   1.36               0.181             1.70
after global routing        1.42               0.195             1.70
final                       1.34               0.183             1.70
## final timing paths
check,to,slack [ns],depth (start not counted)
worst min-delay path,mem[36][9],5.43,1
worst max-delay path,out[12],12.31,9
## placed cells by master (no fill, tap or decap), types with 4 or more instances in the layout
master / netlist / routed
clkdlybuf4s50_1: 0 / 20
o221ai_1: 14 / 14
o21ai_0: 29 / 29
nand4_1: 7 / 7
nand2b_1: 5 / 4
clkinv_2: 0 / 24
buf_4: 16 / 152
o21ai_1: 4 / 4
a211oi_1: 20 / 20
mux2i_1: 154 / 154
diode_2: 0 / 4
clkbuf_1: 62 / 18
edfxtp_1: 1024 / 1024
clkinv_1: 0 / 18
a22o_1: 21 / 21
a222oi_1: 9 / 9
o211a_1: 7 / 7
a311oi_1: 6 / 6
o22a_1: 27 / 27
bufinv_16: 0 / 10
mux4_2: 6 / 6
a221oi_1: 106 / 106
nor2b_4: 0 / 4
a22oi_1: 196 / 196
nor2_1: 159 / 156
nor3_1: 10 / 9
a2111oi_0: 8 / 8
clkinvlp_4: 0 / 5
nand3_1: 10 / 10
a31oi_1: 23 / 23
buf_2: 62 / 16
mux2_2: 17 / 17
o22ai_1: 58 / 58
a21oi_1: 74 / 74
nand2_1: 40 / 40
clkbuf_16: 0 / 107
or4_1: 9 / 9
o211ai_1: 4 / 4
## layout make-up
class	count	area, µm²	share of cell area [%]
multi-input combinational	1060	7654	17.20
clock buffer	125	2745	6.169
tap	1040	1301	2.924
timing repair buffer	191	1468	3.298
sequential	1024	30750	69.11
antenna	4	10.01	0.02250
inverter	2	7.507	0.01687
clock inverter	61	560.5	1.260
## routing by layer
metal | vias up | global-route usage, % | part of all wire [%]
li1 | 9575 | - | -
met1 | 11030 | 42.14 | 35
met2 | 1316 | 42.61 | 45
met3 | 206 | 22.27 | 17
met4 | 10 | 8.166 | 3.4
met5 | - | 2.869 | 0.31
Power figures rest on the tool's default switching activity, not on a simulated workload.
