===== flow/design.v =====
module Mux16(a, b, sel, out);
    input  [15:0] a;
    input  [15:0] b;
    input         sel;
    output [15:0] out;
    assign out = (sel == 0) ? a : b;
endmodule

===== flow/run.sh =====
#!/bin/bash
# OpenROAD 26Q1-2900-gdf79404cd8, Yosys 0.63+post, stock flow scripts
make -C /OpenROAD-flow-scripts/flow DESIGN_CONFIG=/design/flow/config.mk WORK_HOME=/design/flow/orfs finish

===== flow/config.mk =====
export PLATFORM = sky130hd
export DESIGN_NAME = Mux16
export DESIGN_NICKNAME = Mux16
export VERILOG_FILES = /design/flow/design.v
export SDC_FILE = /design/flow/constraint.sdc
export NUM_CORES = 4
export LEC_CHECK = 1
export CORE_AREA = 10 10 70 70
export DIE_AREA = 0 0 80 80

===== flow/constraint.sdc =====
current_design Mux16

set clk_period 1.0
set clk_io_pct 0.2

create_clock -name clk0 -period $clk_period

set non_clock_inputs [all_inputs -no_clocks]
set_input_delay [expr $clk_period * $clk_io_pct] -clock clk0 $non_clock_inputs
set_output_delay [expr $clk_period * $clk_io_pct] -clock clk0 [all_outputs]

==> flow report <==
LAYOUT
--------------------------------------------------------------------------------
FF/Latch Area                                                            0 sq um
Layout cells sized above 1                                                 52.2%
Utilization of the core after routing                                      23.3%
Final instance area                                                    795 sq um
Layout area overhead                                                        219%
Total area of multi-input combinational cells                          240 sq um
Clock buffer cells                                                             0
Sequential cell count                                                          0
Layout fillers                                                               374
Highest-count logic cell in the final layout                        dlygate4sd2_1
Most used cells in the layout excluding fill and tap cells          dlygate4sd2_1 (32), mux2_4 (16), buf_6 (11)

YOSYS
--------------------------------------------------------------------------------
Synth Area per Inst                                                   13.8 sq um
Number of distinct library cells after synthesis                               4
Seq share, synth                                                              0%
YS chip area                                                           249 sq um
Yosys warning count                                                            0
Number of cells produced by synthesis                                         18
Number of cells in Yosys stat                                                 18
Mapped cell area                                                       249 sq um

SETUP PATH
--------------------------------------------------------------------------------
Data arrival time of the critical path                                   0.86 ns
Worst-path cell chain                                               buf_12 > buf_12 > mux2_4 > buf_6
CP max FO                                                                      8
Worst path most repeated cell                                             buf_12
Type of element capturing the critical path                           output pin
Crit path kind                                                            in2out
Launching instance or port of the critical path                              sel
Critical-path cell with the highest stage delay                           mux2_4
Maximum cell stage delay along the critical path                         0.30 ns
Worst EP required                                                        0.80 ns
CP startpoint kind                                                  primary input

TIMING
--------------------------------------------------------------------------------
Worst-Margin Slew                                                      0.0710 ns
Final critical-path required period                                      1.06 ns
Highest attainable clock frequency                                       947 MHz
Number of failing setup endpoints in the final timing report                  16
Final hold violation count                                                     0
Final TNS setup                                                        -0.817 ns
Slew Viols, Final                                                              0
Worst Setup Slack, final                                              -0.0564 ns
Setup repair after global routing missed its margin                         true
Worst slew margin relative to its limit                                    95.3%
Fraction of the cycle the final worst path needs                            106%
Final hold slack                                                        0.794 ns

DETAILED ROUTING
--------------------------------------------------------------------------------
Per-cell via count in the routed design                                     3.18
Count of inserted antenna diode cells                                          0
Violation count after the first detailed-routing iteration                     2
Number of nets with antenna violations after routing                           0
Total length of routed wires                                             1.41 mm
Detailed-routing iteration count for the pre-antenna-repair pass               2
DRC violations left                                                            0
Vias after detailed routing                                                  359
Detail-routed net length per standard cell                               12.4 um

PLACEMENT
--------------------------------------------------------------------------------
Final estimated routing congestion in global placement                     0.815
Cell Area, Placed                                                      786 sq um
HPWL reported at the end of detailed placement                           1.22 mm
Count of buffers from port buffering                                          49

FLOORPLANNING
--------------------------------------------------------------------------------
Area of the placeable core                                            3420 sq um
Total die size                                                        6400 sq um
Height of the die                                                          80 um
Site row count                                                                21
Starting utilization of the core area                                      7.29%
Number of ports placed on the die boundary                                    49
DIE WIDTH                                                                  80 um

GLOBAL ROUTE
--------------------------------------------------------------------------------
Most heavily used metal layer in global routing                             met1
Largest net degree at the start of global routing                              9
Number of antenna violations at the first check in global routing              0
Global-route wire length before repair                                   2.19 mm
Combined global-route utilization of all metal layers                      4.20%
Met2 capacity usage during global routing                                  4.49%
GRT met3 Usage                                                             3.30%
Vias in the first global route                                               430
Remaining global-route overflow                                                0
Met1 capacity usage during global routing                                  6.39%

FLOW RUN
--------------------------------------------------------------------------------
Number of OpenROAD warnings                                                   34
Max Cap Violations                                                             0

POWER
--------------------------------------------------------------------------------
Leakage                                                                 0.417 nW
Worst vdd rail ir drop                                                  0.151 mV
Cell Pwr Density                                                     379 nW/um^2

HOLD PATH
--------------------------------------------------------------------------------
Launch point of the worst hold path                                         a[5]
Hold depth                                                                     3
Path category of the worst min-delay check                                in2out

RUN STATUS
--------------------------------------------------------------------------------
Status                                                              finished with violations
Failing checks                                                      negative setup slack

per-layer routing:
metal  vias to the layer above  part of all wire (%)
met3                         0                    23
met5                         -                     0
met4                         0                     0
li1                        167                     -
met1                       143                    53
met2                        49                    24
where the power goes:
part / internal (mW) / switching, mW / total [mW]
Combinational: 0.234 / 0.0674 / 0.301
Clock: 0 / 0 / 0
Sequential: 0 / 0 / 0
synth_stat cells (all sizes together):
library cell,count,area [sq um]
buf,2,31.3
mux2,16,218
logic make-up (layout without fill, tap and decap cells):
logic type,after synthesis,count (layout),share of synthesized area (%)
multiplexers,16,16,87.4
buffers and inverters,2,51,12.6
critical path, delay by kind of cell:
family | cells | cell delay (ns)
muxes | 1 | 0.30
buffers and inverters | 3 | 0.36
per-stage QoR:
step                cells  total power, mW  setup WS [ns]
detailed placement    112            0.319         -0.853
global route          113            0.326        -0.0712
CTS                   113            0.286        -0.0602
floorplan              18           0.0893         0.0725
finish                113            0.301        -0.0564
global placement      112            0.319         -0.846
layout make-up:
class | instances | area share (%)
Multi-Input combinational cell | 16 | 30.2
Tap cell | 46 | 7.24
Timing Repair Buffer | 51 | 62.5
worst paths after layout:
check and end:
max out[14], min out[5]
timing repair:
action | in CTS | in global routing
resized | 102 | 5
buffers inserted | 0 | 0
endpoints found under the setup margin | 16 | 16
cloned | 1 | 0
hold buffers | 0 | 0
Power figures rest on the tool's default switching activity, not on a simulated workload.
