==> design.v <==
module And16(out, a, b);
    input  [15:0] a;
    input  [15:0] b;
    output [15:0] out;
    assign out=a&b;
endmodule
==> run.sh <==
#!/bin/bash
# OpenROAD 26Q1-2900-gdf79404cd8, Yosys 0.63+post, stock flow scripts
make -C /OpenROAD-flow-scripts/flow DESIGN_CONFIG=/design/flow/config.mk WORK_HOME=/design/flow/orfs finish
==> config.mk <==
export PLATFORM = sky130hd
export DESIGN_NAME = And16
export DESIGN_NICKNAME = And16
export VERILOG_FILES = /design/flow/design.v
export SDC_FILE = /design/flow/constraint.sdc
export NUM_CORES = 4
export LEC_CHECK = 1
export CORE_AREA = 10 10 70 70
export DIE_AREA = 0 0 80 80
==> constraint.sdc <==
current_design And16

set clk_period 1.0
set clk_io_pct 0.2

create_clock -name clk0 -period $clk_period

set non_clock_inputs [all_inputs -no_clocks]
set_input_delay [expr $clk_period * $clk_io_pct] -clock clk0 $non_clock_inputs
set_output_delay [expr $clk_period * $clk_io_pct] -clock clk0 [all_outputs]
==> flow_summary.ini <==
; yosys + openroad results
[power_and_ir_drop]
switching_part_of_the_total_power = 0.188
power_switching_uw = 23.2
seqPwrFrac = 0
power.density_cell_area_mw_per_mm2 = 234
power_internal_uw = 99.9
worst_ir_drop_vdd_v = 0.0000469
power_frac_clock = 0
p_leak_uw = 0.000287
total_power_uw = 123
comb_power_share = 1.000

[detailed_routing]
drcViolationCount = 0
drt-total-wl_um = 1080
vias_per_cell = 2.37
detail_route.first_pass.iterations = 2
drt.antenna.violating_nets = 0
first_iter_violations = 4
wl_per_cell_um = 9.76
number_of_vias_after_detailed_routing = 263

[placed_design]
io_buffers = 48
gp_congestion = 0.713
pre_cts_slack_ns = -0.471
place.detailed.hpwl_um = 1070

[logic_synthesis]
yosys-stat-cells = 16
synth_compound_gate_area_share = 0
syn_avg_cell_area_um2 = 6.26
top_area_frac = 1.00
ys.warnings.count = 0
synthDominantAreaCellType = sky130_fd_sc_hd__and2_1
proportion_of_synthesized_chip_area_in_sequential_cells = 0
post_synth_main_logic_family = simple AND/OR/NAND/NOR gates
syn-cell-area_um2 = 100
yosys.area_share.adder = 0
synthSimpleGateAreaFrac = 1.00
postSynthCellCount = 16
yosysChipArea_um2 = 100
topCellsByArea = sky130_fd_sc_hd__and2_1 (100%)
xor_xnor_cells_area_fraction = 0
ys_types = 1
yosys-mux-area-fraction = 0

[final_layout]
postLayoutCoreUtil = 0.154
area_growth_pct = 425
top_logic_cell_by_instance_count_in_the_layout = sky130_fd_sc_hd__dlygate4sd2_1
clock_tree_buffer_count_of_the_final_layout = 0
most-common-layout-cells = sky130_fd_sc_hd__dlygate4sd2_1 (32), sky130_fd_sc_hd__and2_1 (16), sky130_fd_sc_hd__buf_2 (15)
fillerInstances = 422
seq_cells = 0
drive_above_1_share = 0.234
final-seq-area_um2 = 0

[min_path]
hold_path_class = primary input to primary output

[timing]
setup_viol_count_final = 0
fin_crit_ns = 0.933
finalCritPeriodShare = 0.933
worst_hold_check_slack_ns = 0.763
finalHoldViolations = 0
highest_achievable_clock_rate_mhz = 1070
layout_setup_ws_ns = 0.0666
maxSlewHeadroom = 0.965
finalMaxSlewViolations = 0
worst-slew-pin-transition_ns = 0.0519
unrepaired_setup_endpoints_after_global_routing = false

[clocking]
cts.hold.buffers_added = 0

[worst_setup_path]
cp-end-kind = primary output
critical_path.startpoint_type = primary input
capturing_element_of_the_worst_setup_path = out[5]
cpPeakStageDelay_ns = 0.22
timing.setup.critical_path_class = primary input to primary output
critical_path_peak_fanout = 1
crit_startpoint = b[5]
cp_data_required_time_ns = 0.80
crit_chain = dlygate4sd2_1 -> and2_1 -> clkdlybuf4s15_1
timing.critical_path.arrival_ns = 0.73
slowest_stage = sky130_fd_sc_hd__dlygate4sd2_1

[die]
die_h_um = 80
num_io_pins = 48
initial_core_util = 0.0293
floorplan.core_area_mm2 = 0.00342
floorplan.rows = 21
die_w_um = 80
chip_area_mm2 = 0.00640

[grt]
grt_max_degree = 2
grt_antenna_before_repair = 1
grt_pass1_vias = 290
grt_first_pass_wirelength_um = 1510
global_route.usage.total = 0.0293
overflow = 0

[run]
tool_warnings = 32
max_capacitance_violation_total = 0

[status]
status = finished clean
[cell families (layout without fill, tap and decap cells)]
family	Yosys count	after routing
buf+inv	0	48
simple gates	16	16
other cells	0	1
[worst min-delay path by stage]
stage,slack (ns),to,startpoint,depth (start not counted)
after global routing,0.78,out[3],a[3],3
after CTS,0.77,out[1],a[1],3
final,0.76,out[1],a[1],3
[critical path: cells and delay by family]
kind / cells / cell delay [ns]
buffers and inverters: 2 / 0.39
and+or+nand+nor: 1 / 0.14
[power groups by stage]
stage / logic (uW) / clock network (uW) / registers (uW)
final: 123 / 0.000134 / 0
after global routing: 139 / 0.000134 / 0
after CTS: 128 / 0 / 0
[synthesized netlist by cell type]
library cell	number
sky130_fd_sc_hd__and2_1	16
[cell type report]
type	count	area, um2	share of cell area
antenna	1	2.50	0.00476
multi-input combinational	16	100	0.190
tap	46	57.6	0.110
timing repair buffer	48	365	0.695
[routing by layer]
layer / share of wire / track usage / vias to the layer above
li1: - / - / 146
met1: 0.39 / 0.0330 / 90
met2: 0.43 / 0.0449 / 27
met3: 0.18 / 0.0239 / 0
met4: 0 / 0 / 0
met5: 0 / 0 / -
[metrics by stage]
step	TNS (ns)	area (um2)	cells
after floorplan	0	100	16
after CTS	0	523	110
after detailed placement	-6.95	638	110
after global routing	0	526	111
final	0	526	111
after global placement	-6.88	638	110
[timing repair]
action	4_1_cts	5_1_grt
setup endpoints to repair	16	0
setup buffers	0	0
gates resized	81	0
